<file path="flow/design.v">
module jtag (
  input tck, tms, treset,
  output [3:0] outState
);
reg [3:0] J_state, J_next;
wire [3:0] J_testLogicReset = 0;
wire [3:0] J_runTest        = 1;
wire [3:0] J_selectDR       = 2;
wire [3:0] J_captureDR      = 3;
wire [3:0] J_shiftDR        = 4;
wire [3:0] J_exit1DR        = 5;
wire [3:0] J_pauseDR        = 6;
wire [3:0] J_exit2DR        = 7;
wire [3:0] J_updateDR       = 8;
wire [3:0] J_selectIR       = 9;
wire [3:0] J_captureIR      = 10;
wire [3:0] J_shiftIR        = 11;
wire [3:0] J_exit1IR        = 12;
wire [3:0] J_pauseIR        = 13;
wire [3:0] J_exit2IR        = 14;
wire [3:0] J_updateIR       = 15;
wire J_testLogicReset_runTest  = (J_state == J_testLogicReset) & (0 == tms);
wire J_runTest_selectDR        = (J_state == J_runTest       ) & (1 == tms);
wire J_selectDR_captureDR      = (J_state == J_selectDR      ) & (0 == tms);
wire J_selectDR_selectIR       = (J_state == J_selectDR      ) & (1 == tms);
wire J_captureDR_shiftDR       = (J_state == J_captureDR     ) & (0 == tms);
wire J_captureDR_exit1DR       = (J_state == J_captureDR     ) & (1 == tms);
wire J_shiftDR_exit1DR         = (J_state == J_shiftDR       ) & (1 == tms);
wire J_exit1DR_pauseDR         = (J_state == J_exit1DR       ) & (0 == tms);
wire J_exit1DR_updateDR        = (J_state == J_exit1DR       ) & (1 == tms);
wire J_pauseDR_exit2DR         = (J_state == J_pauseDR       ) & (1 == tms);
wire J_exit2DR_updateDR        = (J_state == J_exit2DR       ) & (1 == tms);
wire J_exit2DR_shiftDR         = (J_state == J_exit2DR       ) & (0 == tms);
wire J_updateDR_runTest        = (J_state == J_updateDR      ) & (0 == tms);
wire J_updateDR_selectDR       = (J_state == J_updateDR      ) & (1 == tms);
wire J_selectIR_captureIR      = (J_state == J_selectIR      ) & (0 == tms);
wire J_selectIR_testLogicReset = (J_state == J_selectIR      ) & (1 == tms);
wire J_captureIR_shiftIR       = (J_state == J_captureIR     ) & (0 == tms);
wire J_captureIR_exit1IR       = (J_state == J_captureIR     ) & (1 == tms);
wire J_shiftIR_exit1IR         = (J_state == J_shiftIR       ) & (1 == tms);
wire J_exit1IR_pauseIR         = (J_state == J_exit1IR       ) & (0 == tms);
wire J_exit1IR_updateIR        = (J_state == J_exit1IR       ) & (1 == tms);
wire J_pauseIR_exit2IR         = (J_state == J_pauseIR       ) & (1 == tms);
wire J_exit2IR_updateIR        = (J_state == J_exit2IR       ) & (1 == tms);
wire J_exit2IR_shiftIR         = (J_state == J_exit2IR       ) & (0 == tms);
wire J_updateIR_runTest        = (J_state == J_updateIR      ) & (0 == tms);
wire J_updateIR_selectIR       = (J_state == J_updateIR      ) & (1 == tms);
wire J_runTest_onEntry        = (J_testLogicReset_runTest | J_updateDR_runTest | J_updateIR_runTest);
wire J_selectDR_onEntry       = (J_runTest_selectDR | J_updateDR_selectDR);
wire J_captureDR_onEntry      = (J_selectDR_captureDR);
wire J_selectIR_onEntry       = (J_selectDR_selectIR | J_updateIR_selectIR);
wire J_shiftDR_onEntry        = (J_captureDR_shiftDR | J_exit2DR_shiftDR);
wire J_exit1DR_onEntry        = (J_captureDR_exit1DR | J_shiftDR_exit1DR);
wire J_pauseDR_onEntry        = (J_exit1DR_pauseDR);
wire J_updateDR_onEntry       = (J_exit1DR_updateDR | J_exit2DR_updateDR);
wire J_exit2DR_onEntry        = (J_pauseDR_exit2DR);
wire J_captureIR_onEntry      = (J_selectIR_captureIR);
wire J_testLogicReset_onEntry = (J_selectIR_testLogicReset);
wire J_shiftIR_onEntry        = (J_captureIR_shiftIR | J_exit2IR_shiftIR);
wire J_exit1IR_onEntry        = (J_captureIR_exit1IR | J_shiftIR_exit1IR);
wire J_pauseIR_onEntry        = (J_exit1IR_pauseIR);
wire J_updateIR_onEntry       = (J_exit1IR_updateIR | J_exit2IR_updateIR);
wire J_exit2IR_onEntry        = (J_pauseIR_exit2IR);
wire J_testLogicReset_onExit  = (J_testLogicReset_runTest);
wire J_runTest_onExit         = (J_runTest_selectDR);
wire J_selectDR_onExit        = (J_selectDR_captureDR | J_selectDR_selectIR);
wire J_captureDR_onExit       = (J_captureDR_shiftDR | J_captureDR_exit1DR);
wire J_shiftDR_onExit         = (J_shiftDR_exit1DR);
wire J_exit1DR_onExit         = (J_exit1DR_pauseDR | J_exit1DR_updateDR);
wire J_pauseDR_onExit         = (J_pauseDR_exit2DR);
wire J_exit2DR_onExit         = (J_exit2DR_updateDR | J_exit2DR_shiftDR);
wire J_updateDR_onExit        = (J_updateDR_runTest | J_updateDR_selectDR);
wire J_selectIR_onExit        = (J_selectIR_captureIR | J_selectIR_testLogicReset);
wire J_captureIR_onExit       = (J_captureIR_shiftIR | J_captureIR_exit1IR);
wire J_shiftIR_onExit         = (J_shiftIR_exit1IR);
wire J_exit1IR_onExit         = (J_exit1IR_pauseIR | J_exit1IR_updateIR);
wire J_pauseIR_onExit         = (J_pauseIR_exit2IR);
wire J_exit2IR_onExit         = (J_exit2IR_updateIR | J_exit2IR_shiftIR);
wire J_updateIR_onExit        = (J_updateIR_runTest | J_updateIR_selectIR);
wire J_testLogicReset_onSelf  = (J_state == J_testLogicReset) & ~J_testLogicReset_onExit;
wire J_runTest_onSelf         = (J_state == J_runTest       ) & ~J_runTest_onExit;
wire J_selectDR_onSelf        = (J_state == J_selectDR      ) & ~J_selectDR_onExit;
wire J_captureDR_onSelf       = (J_state == J_captureDR     ) & ~J_captureDR_onExit;
wire J_shiftDR_onSelf         = (J_state == J_shiftDR       ) & ~J_shiftDR_onExit;
wire J_exit1DR_onSelf         = (J_state == J_exit1DR       ) & ~J_exit1DR_onExit;
wire J_pauseDR_onSelf         = (J_state == J_pauseDR       ) & ~J_pauseDR_onExit;
wire J_exit2DR_onSelf         = (J_state == J_exit2DR       ) & ~J_exit2DR_onExit;
wire J_updateDR_onSelf        = (J_state == J_updateDR      ) & ~J_updateDR_onExit;
wire J_selectIR_onSelf        = (J_state == J_selectIR      ) & ~J_selectIR_onExit;
wire J_captureIR_onSelf       = (J_state == J_captureIR     ) & ~J_captureIR_onExit;
wire J_shiftIR_onSelf         = (J_state == J_shiftIR       ) & ~J_shiftIR_onExit;
wire J_exit1IR_onSelf         = (J_state == J_exit1IR       ) & ~J_exit1IR_onExit;
wire J_pauseIR_onSelf         = (J_state == J_pauseIR       ) & ~J_pauseIR_onExit;
wire J_exit2IR_onSelf         = (J_state == J_exit2IR       ) & ~J_exit2IR_onExit;
wire J_updateIR_onSelf        = (J_state == J_updateIR      ) & ~J_updateIR_onExit;
always @(*) begin : J_next_select
  case (1'b1)
    J_testLogicReset_runTest  : J_next = J_runTest;
    J_runTest_selectDR        : J_next = J_selectDR;
    J_selectDR_captureDR      : J_next = J_captureDR;
    J_selectDR_selectIR       : J_next = J_selectIR;
    J_captureDR_shiftDR       : J_next = J_shiftDR;
    J_captureDR_exit1DR       : J_next = J_exit1DR;
    J_shiftDR_exit1DR         : J_next = J_exit1DR;
    J_exit1DR_pauseDR         : J_next = J_pauseDR;
    J_exit1DR_updateDR        : J_next = J_updateDR;
    J_pauseDR_exit2DR         : J_next = J_exit2DR;
    J_exit2DR_updateDR        : J_next = J_updateDR;
    J_exit2DR_shiftDR         : J_next = J_shiftDR;
    J_updateDR_runTest        : J_next = J_runTest;
    J_updateDR_selectDR       : J_next = J_selectDR;
    J_selectIR_captureIR      : J_next = J_captureIR;
    J_selectIR_testLogicReset : J_next = J_testLogicReset;
    J_captureIR_shiftIR       : J_next = J_shiftIR;
    J_captureIR_exit1IR       : J_next = J_exit1IR;
    J_shiftIR_exit1IR         : J_next = J_exit1IR;
    J_exit1IR_pauseIR         : J_next = J_pauseIR;
    J_exit1IR_updateIR        : J_next = J_updateIR;
    J_pauseIR_exit2IR         : J_next = J_exit2IR;
    J_exit2IR_updateIR        : J_next = J_updateIR;
    J_exit2IR_shiftIR         : J_next = J_shiftIR;
    J_updateIR_runTest        : J_next = J_runTest;
    J_updateIR_selectIR       : J_next = J_selectIR;
    default                   : J_next = J_state;
  endcase
end
always @(posedge tck or posedge treset)
  if (treset) J_state <= J_testLogicReset;
  else        J_state <= J_next;
reg [111:0] J_state_ascii;
always @(*)
  case ({J_state})
    J_testLogicReset : J_state_ascii = "testLogicReset";
    J_runTest        : J_state_ascii = "runTest       ";
    J_selectDR       : J_state_ascii = "selectDR      ";
    J_captureDR      : J_state_ascii = "captureDR     ";
    J_shiftDR        : J_state_ascii = "shiftDR       ";
    J_exit1DR        : J_state_ascii = "exit1DR       ";
    J_pauseDR        : J_state_ascii = "pauseDR       ";
    J_exit2DR        : J_state_ascii = "exit2DR       ";
    J_updateDR       : J_state_ascii = "updateDR      ";
    J_selectIR       : J_state_ascii = "selectIR      ";
    J_captureIR      : J_state_ascii = "captureIR     ";
    J_shiftIR        : J_state_ascii = "shiftIR       ";
    J_exit1IR        : J_state_ascii = "exit1IR       ";
    J_pauseIR        : J_state_ascii = "pauseIR       ";
    J_exit2IR        : J_state_ascii = "exit2IR       ";
    J_updateIR       : J_state_ascii = "updateIR      ";
    default            : J_state_ascii = "%Error        ";
  endcase
assign outState = J_state;
endmodule
</file>
<file path="flow/run.sh">
#!/bin/bash
# OpenROAD 26Q1-2900-gdf79404cd8, Yosys 0.63+post, stock flow scripts
make -C /OpenROAD-flow-scripts/flow DESIGN_CONFIG=/design/flow/config.mk WORK_HOME=/design/flow/orfs finish
</file>
<file path="flow/config.mk">
export PLATFORM = sky130hd
export DESIGN_NAME = jtag
export DESIGN_NICKNAME = jtag
export VERILOG_FILES = /design/flow/design.v
export SDC_FILE = /design/flow/constraint.sdc
export NUM_CORES = 4
export LEC_CHECK = 1
export CORE_AREA = 10 10 70 70
export DIE_AREA = 0 0 80 80
</file>
<file path="flow/constraint.sdc">
current_design jtag

set clk_period 3.6
set clk_io_pct 0.2

create_clock -name clk0 -period $clk_period [get_ports {tck}]

set non_clock_inputs [all_inputs -no_clocks]
set_input_delay [expr $clk_period * $clk_io_pct] -clock clk0 $non_clock_inputs
set_output_delay [expr $clk_period * $clk_io_pct] -clock clk0 [all_outputs]
</file>
==> tab_implementation.tex <==
% Implementation results table
\begin{tabular}{lr}
\hline
Metric & Value \\
\hline
\multicolumn{2}{l}{\textbf{STA}} \\
\quad Maximum achievable frequency & roughly 490 MHz \\
\quad Ratio of final minimum period to clock period & 56.3\% \\
\quad Worst clock skew & between 0.9 and 1 ps \\
\quad Tightest hold margin & roughly 670 ps \\
\quad Worst-case setup margin in the final layout & roughly 1600 ps \\
\quad Setup repair after global routing missed its margin & false \\
\quad Worst slew margin relative to its limit & approximately 77\% \\
\quad Setup tns final & 0 ps \\
\quad Final Slew Violations & 0 \\
\quad Clock period minus worst slack & 2030 ps \\
\quad Final setup violating endpoints & 0 \\
\quad Hold Fails Final Rpt & 0 \\
\quad Transition time of the tightest slew-check pin & between 300 and 400 ps \\
\multicolumn{2}{l}{\textbf{GRT}} \\
\quad Initial antenna violation count & 0 \\
\quad Number of global-route vias before repair & 254 \\
\quad Total congestion overflow after global routing & 0 \\
\quad Largest net degree at the start of global routing & 14 \\
\quad Wire length of the first global-routing pass & around 1100 um \\
\quad Global routing usage summed across all routing layers & under 10\% \\
\multicolumn{2}{l}{\textbf{CTS}} \\
\quad Clk Latency, worst-skew pair & roughly 230 ps \\
\quad CTS Buf Count & 3 \\
\quad Clock slew at reported path FFs & roughly 40 ps \\
\quad Number of clock sinks & 4 \\
\quad Max clock buf depth & 2 \\
\quad Cells resized by post-CTS repair & 0 \\
\quad Post-CTS Setup Repair Bufs & 0 \\
\quad Root buffer cell & clkbuf\_4 \\
\quad Clock tree from TritonCTS & done \\
\quad Cts-stage hold buffer count & 0 \\
\quad H-tree depth & 1 \\
\multicolumn{2}{l}{\textbf{Placed design}} \\
\quad Half-perimeter wire length after placement & 471 um \\
\quad Routability Congestion & $\sim$0.76 \\
\quad Worst slack after detailed placement & roughly 1500 ps \\
\quad Post-Place Cells & $\sim$83 \\
\quad Number of I/O port buffers & 6 \\
\multicolumn{2}{l}{\textbf{Hold path}} \\
\quad Hold Path Class & primary input to asynchronous set/reset pin \\
\multicolumn{2}{l}{\textbf{Routing}} \\
\quad Vias per cell & between 3 and 4 \\
\quad Total length of routed wires & just under 700 um \\
\quad Ant diodes & 0 \\
\quad Number of search-and-repair iterations in the first detailed-routing pass & 4 \\
\quad Antenna-violating nets left & 0 \\
\quad Mean routed wirelength per cell & between 7 and 8 um \\
\quad Number of DRC violations after detailed routing & 0 \\
\quad Routed vias & roughly 270 \\
\quad DRT iter0 DRCs & 33 \\
\multicolumn{2}{l}{\textbf{Yosys}} \\
\quad Area share of the largest cell type after synthesis & approximately 34\% \\
\quad Tally of yosys warning messages & 1 \\
\quad Top post-synthesis cells by area & dfrtp\_1, nor4b\_1, o221ai\_1 \\
\quad Post-synth regs & 4 \\
\quad Post-synthesis cell area & just under 300 um2 \\
\quad Register share after synthesis & $\sim$34\% \\
\quad Yosys Chip Area & around 290 um2 \\
\quad Mean Syn Cell Area & 8.91 um2 \\
\quad Number of standard cells reported by yosys & 33 \\
\quad Leading area contributor after synthesis & dfrtp\_1 \\
\quad Distinct lib cells used & 23 \\
\quad Mapped Cells & 33 \\
\multicolumn{2}{l}{\textbf{Floorplan}} \\
\quad Starting utilization of the core area & under 10\% \\
\quad Die Width & roughly 80 um \\
\quad Die footprint & 6400 um2 \\
\quad Cell Rows & 21 \\
\quad Core area & 3420 um2 \\
\quad I/O pin total & 7 \\
\quad Die Span Y & approximately 80 um \\
\multicolumn{2}{l}{\textbf{Pwr}} \\
\quad Static leakage & $\sim$0.15 nW \\
\quad Switching power of the nets & around 0.11 mW \\
\quad Worst vdd rail ir drop & 148 uV \\
\quad Power density over cell area & 730 nW/um2 \\
\quad Share of power burned in the clock network & between 15 and 20\% \\
\quad Combinational cell fraction of total power & between 40\% and 50\% \\
\quad Internal portion of total power & just under 0.2 mW \\
\quad Seq pwr share & 36.7\% \\
\quad Switching share of power & 37.0\% \\
\multicolumn{2}{l}{\textbf{Setup path}} \\
\quad Crit path largest cell delay & between 500 and 600 ps \\
\quad Worst Path Arrival & between 1000 and 1500 ps \\
\quad Largest driver fanout on the critical path & 13 \\
\quad Slack of the worst reg-to-reg path & 2340 ps \\
\quad Worst reg2reg path depth & 3 \\
\quad Slowest library cell on the worst path & dfrtp\_1 \\
\quad Crit start category & flip-flop \\
\quad RR Startpoint & J\_state[3] \\
\quad Critical Path End Type & primary output \\
\quad Cells along the critical path & clkdlybuf4s50\_1 \\
\quad Number of buffer and inverter instances along the worst setup path & 1 \\
\quad Required time reported for the critical path endpoint & about 2900 ps \\
\quad Family with the most delay on the worst path & flip-flops \\
\quad Startpoint-to-endpoint class of the critical path & flip-flop to primary output \\
\quad R2r endpoint & J\_state[1] \\
\multicolumn{2}{l}{\textbf{Outcome}} \\
\quad Outcome & finished, final reports clean \\
\multicolumn{2}{l}{\textbf{Run}} \\
\quad Tool Warnings & 25 \\
\quad Reported max-cap violation count & 0 \\
\multicolumn{2}{l}{\textbf{Finish}} \\
\quad Flip-flop count of the largest register after layout & 4 \\
\quad Fraction of final layout cells sized beyond drive strength 1 & about an eighth \\
\quad Area delta synth->final & 43.4\% \\
\quad Most frequent logic cells in the routed design & clkdlybuf4s50\_1, dfrtp\_1, inv\_1, a21oi\_1, clkbuf\_4 \\
\quad Largest register by flop count & J\_state \\
\quad Most common library cell in the layout ignoring fill and taps & clkdlybuf4s50\_1 \\
\quad Registers with the most flip-flops & J\_state (4) \\
\quad Post-route non-filler standard cell count & roughly 86 \\
\hline
\end{tabular}
per-stage QoR:
stage | utilization (%) | cell area (um2) | power [mW]
after floorplan | - | 294 | 0.193
final | 12.3 | 422 | 0.308
after global placement | 11.7 | 399 | 0.250
after global routing | 12.3 | 422 | 0.345
after CTS | 12.3 | 422 | 0.312
after detailed placement | 11.7 | 399 | 0.254
per-layer routing:
layer  track usage [%]  vias up  part of all wire (%)
met5                 0        -                     0
li1                  -      139                     -
met4             0.880        0                     0
met2              2.57       10                    38
met3              1.25        0                    11
met1              2.87      122                    50
kinds of logic (layout without fill, tap and decap cells):
logic type	count (synthesis)	in the layout	share of synthesized area (%)
buffers and inverters	5	12	8.08
AOI/OAI and AO/OA	12	12	29.4
and+or+nand+nor	11	11	25.5
DFF	4	4	34.0
xor gates and xnor gates	1	1	2.98
power by group through the flow:
stage / combinational [mW] / sequential (mW) / clock (mW)
finish: 0.140 / 0.113 / 0.0547
global route: 0.160 / 0.120 / 0.0656
CTS: 0.142 / 0.112 / 0.0588
cell type report:
type / instances / area (um2)
Clock buffer: 3 / 22.5
Fill cell: 401 / 2990
Inverter: 3 / 11.3
Multi-Input combinational cell: 24 / 170
Sequential cell: 4 / 100
Tap cell: 46 / 57.6
Timing Repair Buffer: 6 / 60.1
how the worst max path moves through the flow:
stage	from	endpoint	slack, ps	cells past startpoint
final	J_state[3]	outState[3]	1570	1
after CTS	J_state[3]	outState[3]	1560	1
after global routing	J_state[3]	outState[3]	1480	1
cell usage after synthesis:
master / instances
o31ai_1: 1
a211oi_1: 1
nor4_1: 1
and2b_1: 1
inv_1: 3
buf_2: 1
a21oi_1: 3
buf_4: 1
nor3b_1: 1
a211o_1: 1
nor4b_1: 2
nor2b_2: 1
a221o_1: 1
o21bai_1: 1
dfrtp_1: 4
nand2_1: 1
xnor2_1: 1
nor2_1: 2
o21ai_0: 1
nor2b_1: 1
o221ai_1: 2
a22oi_1: 1
and2b_4: 1
Power figures rest on the tool's default switching activity, not on a simulated workload.
