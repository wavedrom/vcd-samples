## design.v

```verilog
module counter (
  output reg [7:0] out,
  input clk, rstn
);
always @(posedge clk or negedge rstn)
  if (!rstn)
    out <= 8'b0;
  else
    out <= out + 1;
endmodule
```

## run.sh

```bash
#!/bin/bash
# OpenROAD 26Q1-2900-gdf79404cd8, Yosys 0.63+post, stock flow scripts
make -C /OpenROAD-flow-scripts/flow DESIGN_CONFIG=/design/flow/config.mk WORK_HOME=/design/flow/orfs finish
```

## config.mk

```make
export PLATFORM = sky130hd
export DESIGN_NAME = counter
export DESIGN_NICKNAME = counter
export VERILOG_FILES = /design/flow/design.v
export SDC_FILE = /design/flow/constraint.sdc
export NUM_CORES = 4
export LEC_CHECK = 1
export CORE_AREA = 10 10 70 70
export DIE_AREA = 0 0 80 80
```

## constraint.sdc

```tcl
current_design counter

set clk_period 1.3
set clk_io_pct 0.2

create_clock -name clk0 -period $clk_period [get_ports {clk}]

set non_clock_inputs [all_inputs -no_clocks]
set_input_delay [expr $clk_period * $clk_io_pct] -clock clk0 $non_clock_inputs
set_output_delay [expr $clk_period * $clk_io_pct] -clock clk0 [all_outputs]
```

==> run_results.csv <==
group,metric,value,unit
worst_setup_path,required,1.04,ns
worst_setup_path,worstReg2RegStart,"out[2]",
sta,hold_viol,0,
drt,drc,0,
synth,yosys_area,317,µm²
synth,synth_flops,8,
cells_and_area,syn2layout_area_growth,71.9,%
sta,finalMaxSlewViolations,0,
cells_and_area,design_area,544,µm²
synth,top_cells_by_area,"dfrtp_1 (63%), xnor2_1 (8.3%), xor2_1 (8.3%)",
synth,muxShareOfSynthArea,0,%
clock_tree,clock_path_buffers,2,
sta,rsz0062_at_grt,"false",
drt,wl_met1,381,µm
global_route,antenna_found_initial,0,
synth,yosysTopAreaCellShare,63.2,%
min_path,hp-class,"primary input to async pin",
sta,maxSlewHeadroom,77.0,%
global_route,grtUsageTotal,2.70,%
global_route,grt_overflow,0,
floorplanning,dieHeight,80,µm
sta,max_slew.worst_pin.slew,0.344,ns
synth,synthAoiAreaFrac,0,%
drt,routedWlPerCell,8.60,µm
sta,holdWs,0.279,ns
global_route,grt_pass1_vias,264,
floorplanning,fp.dieW,80,µm
cells_and_area,largest_register_ffs,8,
pwr,power_density,809,nW/µm²
worst_setup_path,worstSetupStartpointType,"flip-flop",
synth,syn_inst,24,
worst_setup_path,r2r_slack,0.17,ns
run,maxCapViolations,0,
synth,yosysSeqAreaShare,63.2,%
pwr,power_leakage,0.268,nW
worst_setup_path,crit_type,"flip-flop to output pin",
synth,logic_family,"XOR/XNOR gates",
floorplanning,chipArea,6400,µm²
cells_and_area,utilization,15.9,%
drt,drtPass1Iterations,2,
sta,setup_tns,0,ns
cells_and_area,lay_top_cells,"buf_4 (9), dfrtp_1 (8), dlygate4sd2_1 (8)",
global_route,grt_start_max_net_pins,9,
floorplanning,initial_utilization,9.27,%
drt,vias_per_cell,2.69,
sta,finalSetupViolCount,0,
placement,place_area,472,µm²
clock_tree,clockRootBuffer,"clkbuf_4",
placement,post-place-ws,0.128,ns
worst_setup_path,crit_family,"flip-flops",
cells_and_area,drive_gt1_share,31.1,%
drt,num_vias,245,
worst_setup_path,worst_ep_arrival_time,0.88,ns
synth,adder_share,3.95,%
floorplanning,rows,21,
clock_tree,cts.sink_count,8,
worst_setup_path,cp_slowest_cell,"dfrtp_1",
synth,ys_cells,24,
drt,ant_nets,0,
drt,drtIter0Drc,10,
sta,fin_crit,1.14,ns
synth,synth_xor_xnor_area_share,16.6,%
synth,yosysWarningCount,1,
global_route,grt_pass1_wl,1310,µm
synth,syn_area_per_cell,13.2,µm²
cells_and_area,regMostFlops,"out",
drt,wl_met3,150,µm
placement,dp_cells,80,
cells_and_area,top_regs,"out (8)",
placement,gp_congestion,0.727,
run,tool_warnings,25,
sta,setup_slack,0.161,ns
worst_setup_path,crit_chain,"dlygate4sd2_1",
drt,top_layer,"met3",
clock_tree,cts_made_buffers,3,
floorplanning,pin_count,10,
synth,yosysUniqueCellTypes,11,
worst_setup_path,crit_buf_inv,1,
drt,dr_wl_met2,251,µm
floorplanning,core_area,3420,µm²
drt,drt-total-wl,783,µm
clock_tree,clock_latency,0.25,ns
worst_setup_path,critPathMaxFanout,2,
clock_tree,hold_buffers,0,
worst_setup_path,cpPeakStageDelay,0.38,ns
pwr,finalPower,0.440,mW
worst_setup_path,cp-end-kind,"output pin",
clock_tree,clk_pin_slew,0.05,ns
worst_setup_path,r2r_cells,5,
sta,clock-skew-final,0.00354,ns
placement,dp_hpwl,582,µm
pwr,peakVddDrop,0.344,mV
sta,period_used_share,87.6,%
synth,synth_area,317,µm²
cells_and_area,final_cell_count_no_fill,91,
synth,yosysTopAreaCell,"dfrtp_1",
sta,max_clock_freq,878,MHz
worst_setup_path,rr_endpoint,"out[7]",
placement,port_buffers,9,
synth,simple_gate_share,15.0,%
clock_tree,cts_tree,"yes",
outcome,status,"finished clean",
cells_and_area,final_common_cell,"buf_4",
drt,diodes,0,
clock_tree,h-tree-depth,1,
[final cells by class]
cell class | instances | area [µm²]
multi-input combinational | 15 | 113
sequential | 8 | 200
fill | 394 | 2870
clock buffer | 3 | 22.5
tap | 46 | 57.6
timing repair buffer | 18 | 148
inverter | 1 | 3.75
[synth_stat cells (all sizes together)]
library cell / instances
inv: 1
ha: 1
nand3: 3
xnor2: 3
xor2: 3
nor3: 1
nand2: 2
and3: 1
nor2: 1
dfrtp: 8
[how the worst max path moves through the flow]
stage / from / end / depth (start not counted)
6_report: out[1] / out[1] / 1
4_1_cts: out[6] / out[6] / 1
5_1_grt: out[2] / out[7] / 5
[power breakdown]
group | leakage [nW] | switching (mW) | total (mW) | internal, mW
sequential | 0.102 | 0 | 0.249 | 0.249
combinational | 0.152 | 0.00438 | 0.00704 | 0.00266
clock | 0.0138 | 0.0786 | 0.184 | 0.105
total | 0.268 | 0.0830 | 0.440 | 0.357
[per-layer routing]
metal | up-vias | global-route usage, %
li1 | 122 | -
met5 | - | 0
met3 | 0 | 2.84
met2 | 13 | 2.81
met4 | 0 | 0.352
met1 | 110 | 3.65
[kinds of logic (layout without fill, tap and decap cells)]
| family | Yosys count | after routing |
|---|---|---|
| flops | 8 | 8 |
| simple gates | 8 | 8 |
| fa+ha+maj | 1 | 1 |
| buf+inv | 1 | 22 |
| xor+xnor | 6 | 6 |
[what timing repair did]
action                                  4_1_cts  5_1_grt
buffers inserted                              8        0
resized                                       8        0
endpoints found under the setup margin        8        0
No activity file was given, so power comes from the tool's default toggle rates.
